File: design/flow/run.sh
#!/bin/bash
# OpenROAD 26Q1-2900-gdf79404cd8, Yosys 0.63+post, stock flow scripts
make -C /OpenROAD-flow-scripts/flow DESIGN_CONFIG=/design/flow/config.mk WORK_HOME=/design/flow/orfs finish
File: design/flow/config.mk
export PLATFORM = sky130hd
export DESIGN_NAME = uart_tx
export DESIGN_NICKNAME = uart_tx
export VERILOG_FILES = /design/flow/design.v
export SDC_FILE = /design/flow/constraint.sdc
export NUM_CORES = 4
export LEC_CHECK = 1
export CORE_AREA = 10 10 85 85
export DIE_AREA = 0 0 95 95
File: design/flow/constraint.sdc
current_design uart_tx

set clk_period 2.0
set clk_io_pct 0.2

create_clock -name clk0 -period $clk_period [get_ports {clk}]

set non_clock_inputs [all_inputs -no_clocks]
set_input_delay [expr $clk_period * $clk_io_pct] -clock clk0 $non_clock_inputs
set_output_delay [expr $clk_period * $clk_io_pct] -clock clk0 [all_outputs]
File: design/flow/design.v
module uart_tx (
    input wire clk,
    input wire rst,
    input wire tick,
    input wire start,
    input wire [7:0] data,
    output reg tx,
    output reg busy
);
    reg [3:0] bit_index;
    reg [9:0] shift_reg;
    reg sending;
    always @ (posedge clk or posedge rst) begin
        if (rst) begin
            tx <= 1'b1;   
            busy <= 0;
            sending <= 0;
            bit_index <= 0;
            shift_reg <= 10'b1111111111;
        end else begin
            if (start && !busy) begin
                shift_reg <= {1'b1, data, 1'b0};   
                busy <= 1;
                sending <= 1;
                bit_index <= 0;
            end else if (tick && sending) begin
                tx <= shift_reg[0];
                shift_reg <= shift_reg >> 1;
                bit_index <= bit_index + 1;
                if (bit_index == 9) begin
                    busy <= 0;
                    sending <= 0;
                end
            end
        end
    end
endmodule
==> notes.md <==
impl run done, here's what came out: outcome=completed, Clock power frac=22.8%, layout cell share with drive strength beyond 1=20.9%, Mapped Area=788 sq um, Core Util at FP=14.4%, mux share=8.10%, Netlist cell types=24, Worst-path clk slew=0.06 ns, Final ANT Viol Nets=0, worst vdd ir=0.290 mV, first-pass GRT wire length=3080 um, CP peak stage delay=0.53 ns, dominant synthesized flop cell=dfstp_2, critical path's top delay family=flip-flops, xor/xnor share=1.11%, most frequent cells in the layout=clkdlybuf4s50_1 (13), dfstp_2 (11), nand2_1 (9), inv_1 (6), a21oi_1 (6), P_leak=0.000410 uW, CTS buffer count=3, Worst Setup End Kind=output pin, most frequent logic cell in the layout=clkdlybuf4s50_1, Worst Hold Class=reg -> reg, # IOs=14, Die Y=95 um, RSZ-0062 raised after global routing=no, Top cells by area=dfstp_2 (37%), dfrtp_1 (16%), nand2_1 (4.3%), a21oi_1 (3.8%), mux2i_1 (3.8%), logic gate share of total power=26.8%, Max-slew headroom=59.4%, number of synthesized flops with an enable pin=0, leading area contributor after synthesis=dfstp_2, Registers, synthesis=16, pwr dens=1170 nW/um^2, Final Slew Violations=0, buffers and inverters on the worst path=1, antenna violations before repair=0, Hold WS=0.470 ns, DP Wirelength=1280 um, P_int=882 uW, CP Cell Sequence=clkdlybuf4s50_1, WL per Instance=10.5 um, ao+oa area frac=17.3%, Reg-to-Reg End=tx, antenna fix cells=0, CTS tree=built, Simple-Gate Fraction of Synth Area=11.7%, nature of the critical path startpoint=flop, FFs w/ async S/R, synth=100%, final hold vios=0, tool warnings=26, CP Class=reg -> out, H-Tree Level Count=1, Cells after Synth=76, vias per inst=3.63, syn avg cell area=10.4 sq um, MaxCap Viol Count=0, critical path peak fanout=2, core area=5470 sq um, final period utilization=81.3%, Area Growth Syn to Fin=33.7%, DRC viols=0, worst r2r path cells=3, Chip Area, Yosys=788 sq um, overflow left after global routing=0, synth warn=1, first-pass iteration count of the detailed router=4, CP required=1.60 ns, Worst R2R Setup Slack=0.76 ns, Worst Setup EP=tx, switching pwr=351 uW, minimum clock period after layout=1.63 ns, die area=9030 sq um, main logic family after synthesis=AND-OR/OR-AND gates, crit path from=tx, vias in the first global route=663, post-CTS sizing=0, yosys stat cell total=76, Setup Viol. Count Final=0, Sink Count=16, Layout fillers=609, critical path's slowest cell=dfstp_2, number of cells on the critical path=1, Fmax=615 MHz, clk root buf=clkbuf_8, placer congestion estimate=0.759, Clock Path Buffers=2, Late-Pin Clk Latency=0.24 ns, num rows=27, part of the power in registers=50.4%, clk_skew=0.00239 ns, initial drt markers=51, adder-cell share of the synthesized area=3.17%, I/O Buffers=13, R2R Path Start=busy, die width=95 um, WL final=1700 um, setup fix buffers added after clock tree synthesis=0, via count=591, Top cell area share=36.7%, Worst Tran Pin Value=0.608 ns, largest net degree at the start of global routing=18, GRT Util Overall=4.19%, Seq share, synth=52.5%, Sw Ratio=28.5%, max reg flops=10, CTS Hold Bufs=0, crit path DAT=1.23 ns, total negative setup slack=0 ns
area by class of cell:
type / count / area, sq um / share of cell area, %
inverter: 6 / 22.5 / 2.14
timing repair buffer: 15 / 145 / 13.8
clock buffer: 4 / 55.1 / 5.23
multi-input combinational: 50 / 327 / 31.0
sequential: 16 / 414 / 39.3
tap: 72 / 90.1 / 8.55
stage by stage:
| step | cells | utilization, % | setup WS (ns) | power [uW] | instance area, sq um |
|---|---|---|---|---|---|
| after floorplan | 76 | - | 0.916 | 844 | 788 |
| final | 163 | 19.3 | 0.374 | 1230 | 1050 |
| after global routing | 163 | 19.3 | 0.313 | 1360 | 1050 |
| after CTS | 163 | 19.3 | 0.354 | 1250 | 1050 |
| after detailed placement | 159 | 18.2 | 0.323 | 958 | 998 |
| after global placement | 159 | 18.2 | 0.367 | 954 | 998 |
worst min path at each step:
stage,from,endpoint,slack (ns),depth (start not counted)
after CTS,shift_reg[7],shift_reg[7],0.47,2
after global routing,shift_reg[7],shift_reg[7],0.50,2
final,shift_reg[7],shift_reg[7],0.47,2
synthesized netlist by cell type (all sizes together) (3+ instances only):
library cell / instances
a21oi: 6
o21ai: 5
buf: 4
a211oi: 3
nor2b: 4
dfrtp: 5
inv: 6
dfstp: 11
nor2: 3
mux2i: 4
o22ai: 4
nand2: 9
power by group through the flow:
| stage | clock, uW | combinational (uW) | sequential (uW) |
|---|---|---|---|
| 4_1_cts | 292 | 336 | 622 |
| 5_1_grt | 313 | 395 | 650 |
| 6_report | 282 | 330 | 621 |
routing by layer:
| layer | wire (um) | part of all wire, % | track usage [%] |
|---|---|---|---|
| met5 | 0 | 0 | 0 |
| met2 | 781 | 46 | 6.69 |
| met1 | 806 | 47 | 5.46 |
| met3 | 95 | 5.6 | 1.36 |
| met4 | 20 | 1.2 | 0.873 |
cells by family after synthesis:
group / after synthesis
adders and majority gates: 2
DFF: 16
buffers and inverters: 10
and+or+nand+nor: 20
AOI/OAI and AO/OA: 22
muxes: 5
xor gates and xnor gates: 1
Power figures rest on the tool's default switching activity, not on a simulated workload.
