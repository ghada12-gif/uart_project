==> /design/flow/run.sh <==
#!/bin/bash
# OpenROAD 26Q1-2900-gdf79404cd8, Yosys 0.63+post, stock flow scripts
make -C /OpenROAD-flow-scripts/flow DESIGN_CONFIG=/design/flow/config.mk WORK_HOME=/design/flow/orfs finish
==> /design/flow/config.mk <==
export PLATFORM = sky130hd
export DESIGN_NAME = baud_rate_generator
export DESIGN_NICKNAME = baud_rate_generator
export VERILOG_FILES = /design/flow/design.v
export SDC_FILE = /design/flow/constraint.sdc
export NUM_CORES = 4
export LEC_CHECK = 1
export CORE_AREA = 10 10 78 78
export DIE_AREA = 0 0 88 88
==> /design/flow/constraint.sdc <==
current_design baud_rate_generator

set clk_period 1.9
set clk_io_pct 0.2

create_clock -name clk0 -period $clk_period [get_ports {clk}]

set non_clock_inputs [all_inputs -no_clocks]
set_input_delay [expr $clk_period * $clk_io_pct] -clock clk0 $non_clock_inputs
set_output_delay [expr $clk_period * $clk_io_pct] -clock clk0 [all_outputs]
==> /design/flow/design.v <==
module baud_rate_generator (
    input wire clk,
    input wire rst,         
    output reg tick
);
    parameter N = 5208;
    reg [12:0] counter;
    always @(posedge clk or posedge rst) begin  
        if (rst) begin
            counter <= 0;
            tick <= 0;
        end else begin
            if (counter == N-1) begin
                tick <= 1;
                counter <= 0;
            end else begin
                tick <= 0;
                counter <= counter + 1;  
            end
        end
    end
endmodule
==> results.ini <==
[floorplan]
fp-utilization_pct = 14.9
die_area_sq_um = 7740
dieWidth_um = 88
rows = 24
die_y_um = 88
io_pins = 3
fp.coreArea_sq_um = 4410

[yosys]
ys_types = 24
yosys.area.top_type = dfrtp_1
ys_warn_count = 1
postSynthSeqShare_pct = 53.1
ys_cells = 59
synth_cells = 59
syn_area_sq_um = 659
top_area_share_pct = 53.1
yosysChipArea_sq_um = 659
ys_seq_elements = 14
avgSynthCellArea_sq_um = 11.2
synth.area.top_cells = dfrtp_1 53%, xor2_1 6.6%, xnor2_1 4.0%

[worst_setup_path]
r2r_cells = 4
worstPathRequired_ps = 2070
startpoint_type = flop
critical_path_class = reg2reg
worstSetupStartpoint = counter[0]
cpPeakStageDelay_ps = 500
cp_max_fo = 7
end_kind = flop
crit_path_cell_trace = ha_1 > nand4_4 > or4_4 > a21oi_2
slowest_stage = or4_4
r2r_start = counter[0]
arrival_ps = 1680

[placed_design]
dpl.hpwl_um = 830
io_buffers = 2
gp_congestion = 0.830
dpl.cell_count = 112

[cells_and_area]
fin_cells = 116
lay_top_count = dfrtp_1
final_util_pct = 18.0
logic_area_sq_um = 289
layout_top_cells = 14 x dfrtp_1, 5 x xor2_1, 5 x nor2_1
num-fill-cells = 463
drive_above_1_share_pct = 12.5
area_delta_synth_final_pct = 20.5
flop_area_sq_um = 350

[route]
drtIter0Drc = 65
diodes = 0
wl_um = 1130
postRouteAntennaNets = 0
num_vias = 444
drc = 0
drt-vias-per-instance = 3.83
wl_per_cell_um = 9.72
dr.pass1.iters = 4

[clocking]
hold_buffers = 0
cts_resized = 0
postCtsSetupBuffers = 0
clkLatencyLatePin_ps = 240
cts_buffers = 3
path_clk_slew_ps = 60
root_buffer = clkbuf_8
h-tree-depth = 1
cts_sinks = 14
cts_tree = yes
clockBufferDepth = 2

[timing]
finalSetupViolations = 0
layout_min_cycle_time_ps = 1500
post-route-period-util_pct = 79.1
rsz0062_at_grt = false
fmax_mhz = 665
drv_slew = 0
slew_headroom_pct = 65.2
worst_pin_slew_ps = 521
hold_viol = 0
fin_hold_ws_ps = 475
setup_tns_ps = 0
fin_skew_ps = 4.50

[grt]
grt_start_max_net_pins = 15
use_met2_pct = 3.84
grt_pass1_wl_um = 1850
overflow = 0
use_met3_pct = 1.68
antenna_found_initial = 0
grt_use_total_pct = 2.89
top_usage_layer = met1
grt_pass1_vias = 395
use_met1_pct = 4.14

[worst_hold_path]
holdCritPathClass = in2async

[run]
drv_cap = 0
warning_count = 25

[power_and_ir_drop]
p_switching_w = 0.000102
total_leakage_power_nw = 0.331
power_frac_seq_pct = 51.0
pwr-share-clk_pct = 47.7
power_w = 0.000585
ir_drop_mv = 0.212
switching_share_pct = 17.4
powerDensity_nw_per_um2 = 737
p_comb_share_pct = 1.3
internal_power_w = 0.000483

[status]
outcome = finished, final reports clean

==> cell type report <==
class                      count  area share, %
inverter                       4           1.89
sequential                    14           44.1
multi-input combinational     40           36.4
timing repair buffer           2           2.52
clock buffer                   4           6.93
tap                           52           8.19
==> worst max-delay path, delay by kind of cell, from the launching register on <==
family,cells,cell delay [ps]
AOI/OAI and AO/OA,1,130
adders and majority gates,1,270
DFF,1,380
and+or+nand+nor,2,650
==> worst paths after layout <==
path | end | slack (ps)
setup / recovery | counter[12] | 400
hold / removal | tick | 470
setup reg to reg | counter[12] | 400
hold reg to reg | counter[0] | 490
max in group asynchronous | counter[7] | 1070
min in group clk0 | counter[0] | 490
==> cell usage after synthesis <==
cell type,number
or3_1,1
nand4_1,2
nor2_1,5
ha_1,1
xnor2_1,3
nor3_1,1
o21ai_0,1
a21oi_1,2
nor4bb_1,2
inv_1,4
dfrtp_1,14
or4_1,1
or4_4,1
and4bb_2,1
xor2_1,5
nand4_4,1
a21oi_2,1
buf_2,1
nor4_1,2
nand3_1,4
nand2_1,2
and3_1,1
nor2b_1,1
o31ai_1,2
==> per-layer routing <==
layer,wire length (um),vias up
li1,-,217
met1,553,213
met2,453,10
met3,113,4
met4,8,0
met5,0,-
==> registers in the layout, indices dropped and copies added, names as in the netlist <==
register / cells
counter: 13
tick: 1
==> per-stage QoR <==
step / setup WS, ps / area, sq um
floorplan: 457 / 659
detailed placement: 392 / 739
global placement: 419 / 739
finish: 397 / 795
global route: 322 / 795
CTS: 385 / 795
==> power groups by stage <==
stage | Clock [W] | Combinational (W) | Sequential [W]
after global routing | 0.000304 | 0.00000925 | 0.000298
after CTS | 0.000290 | 0.00000814 | 0.000298
final | 0.000279 | 0.00000760 | 0.000298
==> kinds of logic after synthesis <==
| family | Yosys count | synth area share, % |
|---|---|---|
| compound gates | 6 | 5.88 |
| fa+ha+maj | 1 | 1.90 |
| flops | 14 | 53.1 |
| simple gates | 25 | 25.4 |
| buf+inv | 5 | 3.03 |
| xor+xnor | 8 | 10.6 |
Power and IR drop assume default switching activity.
